## design/flow/run.sh

```bash
#!/bin/bash
# OpenROAD 26Q1-2900-gdf79404cd8, Yosys 0.63+post, stock flow scripts
make -C /OpenROAD-flow-scripts/flow DESIGN_CONFIG=/design/flow/config.mk WORK_HOME=/design/flow/orfs finish
```

## design/flow/config.mk

```make
export PLATFORM = sky130hd
export DESIGN_NAME = stop_watch_if
export DESIGN_NICKNAME = stop_watch_if
export VERILOG_FILES = /design/flow/design.v
export SDC_FILE = /design/flow/constraint.sdc
export NUM_CORES = 4
export LEC_CHECK = 1
export CORE_UTILIZATION = 50
```

## design/flow/constraint.sdc

```tcl
current_design stop_watch_if

set clk_period 9.2
set clk_io_pct 0.2

create_clock -name clk0 -period $clk_period [get_ports {clk}]

set non_clock_inputs [all_inputs -no_clocks]
set_input_delay [expr $clk_period * $clk_io_pct] -clock clk0 $non_clock_inputs
set_output_delay [expr $clk_period * $clk_io_pct] -clock clk0 [all_outputs]
```

## design/flow/design.v

```verilog
module stop_watch_if
   (
    input wire clk,
    input wire up, down, clr,  
    output wire [3:0] d3, d2, d1, d0  
   );
   localparam  DVSR = 10000000;
   reg [23:0] ms_reg;
   wire [23:0] ms_next;
   reg [3:0] d3_reg, d2_reg, d1_reg, d0_reg;
   reg [3:0] d3_next, d2_next, d1_next, d0_next;
   wire ms_tick;
   always @(posedge clk)
   begin
      ms_reg <= ms_next;
      d3_reg <= d3_next;  
      d2_reg <= d2_next;
      d1_reg <= d1_next;
      d0_reg <= d0_next;
   end
   assign ms_next = up ? ((clr || (ms_reg==DVSR && up)) ? 4'b0 :
                    (up) ? ms_reg + 1 :
                           ms_reg) : 
                           ((clr || (ms_reg==0 && down)) ? DVSR :
                                               (down) ? ms_reg - 1 :
                                                      ms_reg);
   assign ms_tick = (ms_reg==DVSR) ? 1'b1 : 1'b0;
   always @*
   begin
      d0_next = d0_reg;
      d1_next = d1_reg;
      d2_next = d2_reg;
      d3_next = d3_reg;
      if (clr)
         begin
            d0_next = 4'b0;
            d1_next = 4'b0;
            d2_next = 4'b0;
            d3_next = 4'b0;  
         end
      else if (ms_tick && (up || down))  
      begin
         if (d0_reg != 9 && up)
            d0_next = d0_reg + 1;
         else if (d0_reg != 0 && down)
            d0_next = d0_reg - 1;
         else              
            begin
               d0_next = up ? 4'b0 : 4'd9;
               if (d1_reg != 9 && up)
                  d1_next = d1_reg + 1;
               else if (d1_reg != 0 && down)
                    d1_next = d1_reg - 1;
               else
                  begin
                     d1_next = up ? 4'b0 : 4'd9;
                     if (d2_reg != 5 && up)
                        d2_next = d2_reg + 1;
                     else if (d2_reg != 0 && down)
                        d2_next = d2_reg - 1;
                     else  
                        begin
                            d2_next = up ? 4'b0 : 4'd5;
                            if(d3_reg != 9 && up) 
                                    d3_next = d3_reg + 1;
                            else if (d3_reg != 0 && down)
                                    d3_next = d3_reg - 1;
                            else  
                                d3_next = up ? 4'b0 : 4'd9;
                        end
                  end
            end
      end
   end
   assign d0 = d0_reg;
   assign d1 = d1_reg;
   assign d2 = d2_reg;
   assign d3 = d3_reg;
endmodule
```

==> reports/metrics.cfg <==
[placed_design]
placed_area_mm2=0.00387
port-buffer-count=19
dpl.hpwl_mm=6.24
gp_congestion=0.900

[worst_hold_path]
holdPathStages=2
hp-class=register to register

[clock_tree]
ctsRootBufferMaster=clkbuf_8
cts_tree=done
cts_max_level=2
clock.latency.late_pin_ps=300
clk_path_buf_depth=2
cts_resized=0
cts_num_sinks=40
clkTransAtPathRegs_ps=80
numCtsBuffers=5
cts_setup_buffers=0
cts_hold_buffers=0

[cells_and_area]
area_delta_synth_final_pct=8.04
logic_area_mm2=0.00239
seq_area_mm2=0.00104
layout-drive-gt1-share=0.0748
nFillCells=614
utilization=0.569
largest_register_ffs=24
final_cell_area_mm2=0.00395

[logic_synthesis]
yosys-top-cells-area=edfxtp_1 (20%), dfxtp_1 (8.8%), ha_1 (5.1%)
ys_area_mm2=0.00366
ys_seq_frac=0.285
ys_sh_xor=0.0239
logic_family=simple AND/OR/NAND/NOR gates
flop_cell=edfxtp_1
synth-seq-cells=40
yosys_cells=443
top_area_frac=0.197
netlist_area_mm2=0.00366
ys_sh_mux=0.0140
netlist_instances=443
synthSimpleGateAreaFrac=0.296
ys_top_cells_by_count=clkbuf_1 (30), a21oi_1 (27), edfxtp_1 (24)
edf_count=24
syn_area_per_cell_um2=8.26
synth_async_sr_flop_share=0
top_area_cell=edfxtp_1
synth_cell_types=68
top_cell=clkbuf_1
adder_share=0.0513
yosysWarnings=1
ys_sh_aoi=0.268

[route]
via_count=3503
antenna_cells=0
postRouteAntennaNets=0
wl_mm=9.36
first_pass_iters=4
drt_iter0_markers=217
drc=0
viasPerCell=6.52
wire_per_inst_um=17.4

[global_routing]
grt_max_degree=53
track_usage=0.257
grt_pass1_wl_mm=15.1
antenna_found_initial=0
first_global_vias=2978
grt.overflow.total=0

[final_timing]
setup-tns-final_ps=0
relSlewSlack=0.503
rsz0062_at_grt=no
worstMarginPinSlew_ps=745
finClkSkew_ps=10.4
finalHoldViolations=0
drv_slew=0
fin_crit_ps=4040
fin_hold_ws_ps=574
setup_viol=0
max_freq_mhz=248
fin_crit_sh=0.439

[worst_setup_path]
critical_path_peak_fanout=52
endpoint_kind=register
crit_type=primary input to register
cp.required_ps=9430
worstSetupStartpointType=primary input
arrival_ps=4260
reg2regPathDepth=5

[power_and_ir_drop]
powerDensity_mw_per_mm2=141
irDropWorstVdd_mv=0.0731
leakage_uw=0.00131

[floorplanning]
num_rows=30
ioPinCount=20
dieArea_mm2=0.00766
die_y_um=87.5
die_w_um=87.5
fp_util=0.527
core_mm2=0.00694

[flow_run]
drv_cap=0
tool_warnings=37

[run_status]
status=finished clean

cell type report:
class,count,area share
Tap cell,96,0.0304
Sequential cell,40,0.263
Clock buffer,7,0.0193
Timing Repair Buffer,27,0.0633
Clock inverter,1,0.000950
Multi-Input combinational cell,347,0.604
Inverter,19,0.0180
cells in the final DEF (no fill, tap or decap), types with 10 or more instances in the layout:
cell type	netlist	final
nand3_1	20	20
dfxtp_1	16	16
nor4_1	12	12
nand2_1	22	22
edfxtp_1	24	24
inv_1	19	19
nor2_1	23	23
nand4_1	10	10
nor3_1	18	18
o21ai_0	20	20
a22oi_1	10	10
ha_1	15	15
clkdlybuf4s50_1	0	19
a211oi_1	13	13
a21oi_1	27	27
cell families after synthesis:
family / Yosys count
flops: 40
mux: 5
compound gates: 139
buf+inv: 56
xor+xnor: 10
simple gates: 178
fa+ha+maj: 15
power by group:
part,internal (uW),total [uW],switching [uW]
Sequential,226,289,63.4
Combinational,65.2,149,84.0
Clock,53.0,117,64.1
worst paths after layout:
path              from         to  slack [ps]
max                 up  d2_reg[0]        5160
min reg2reg  d1_reg[2]  d1_reg[2]         570
max reg2reg  ms_reg[6]  ms_reg[9]        6420
min          d1_reg[2]  d1_reg[2]         570
layer usage:
| layer | vias to the layer above | global-route usage | part of all wire |
|---|---|---|---|
| met2 | 147 | 0.369 | 0.43 |
| met3 | 5 | 0.0404 | 0.068 |
| met1 | 1623 | 0.437 | 0.50 |
| met4 | 0 | 0.0209 | 0.0050 |
| li1 | 1728 | - | - |
| met5 | - | 0 | 0 |
stage by stage:
stage / setup WS [ps] / cells / power (uW)
5_1_grt: 5040 / 537 / 589
2_1_floorplan: 5540 / 443 / 403
3_5_place_dp: 4890 / 529 / 438
3_3_place_gp: 4960 / 529 / 438
4_1_cts: 5180 / 537 / 554
6_report: 5160 / 537 / 556
worst max-delay path, stage by stage:
cell	delay (ps)
clkdlybuf4s50_1	460
buf_4	430
or2_2	250
nor4b_1	340
nand4_1	360
or3_1	450
a21oi_1	130
No activity file was given, so power comes from the tool's default toggle rates.
