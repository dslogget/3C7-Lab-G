==> design.v <==
module disp_hex_mux
   (
    input wire clk, reset,
    input wire [3:0] hex3, hex2, hex1, hex0,   
    input wire [4:0] dp_in,              
    output reg [3:0] an,   
    output reg [7:0] sseg  
   );
   localparam N = 18;
   reg [N-1:0] q_reg;
   wire [N-1:0] q_next;
   reg [3:0] hex_in;
   reg dp;
   always @(posedge clk, posedge reset)
      if (reset)
         q_reg <= 0;
      else
         q_reg <= q_next;
   assign q_next = q_reg + 1;
   always @*
      case (q_reg[N-1:N-2])
         2'b00:
            begin
               an =  4'b1110;
               hex_in = hex0;
               dp = dp_in[0];
            end
         2'b01:
            begin
               an =  4'b1101;
               hex_in = hex1;
               dp = dp_in[1];
            end
         2'b10:
            begin
               an =  4'b1011;
               hex_in = hex2;
               dp = dp_in[2];
            end
         default:
            begin
               an =  4'b0111;
               hex_in = hex3;
               dp = dp_in[3];
            end
       endcase
   always @*
   begin
      case(hex_in)
         4'h0: sseg[6:0] = 7'b0000001;
         4'h1: sseg[6:0] = 7'b1001111;
         4'h2: sseg[6:0] = 7'b0010010;
         4'h3: sseg[6:0] = 7'b0000110;
         4'h4: sseg[6:0] = 7'b1001100;
         4'h5: sseg[6:0] = 7'b0100100;
         4'h6: sseg[6:0] = 7'b0100000;
         4'h7: sseg[6:0] = 7'b0001111;
         4'h8: sseg[6:0] = 7'b0000000;
         4'h9: sseg[6:0] = 7'b0000100;
         4'ha: sseg[6:0] = 7'b0001000;
         4'hb: sseg[6:0] = 7'b1100000;
         4'hc: sseg[6:0] = 7'b0110001;
         4'hd: sseg[6:0] = 7'b1000010;
         4'he: sseg[6:0] = 7'b0110000;
         4'hf: sseg[6:0] = 7'b0111000;
         default: sseg[6:0] = 7'b1111111;  
     endcase
     sseg[7] = dp;
   end
endmodule
==> config.mk <==
export PLATFORM = sky130hd
export DESIGN_NAME = disp_hex_mux
export DESIGN_NICKNAME = disp_hex_mux
export VERILOG_FILES = /design/flow/design.v
export SDC_FILE = /design/flow/constraint.sdc
export NUM_CORES = 4
export LEC_CHECK = 1
export CORE_AREA = 10 10 98 98
export DIE_AREA = 0 0 108 108
==> run.sh <==
#!/bin/bash
# OpenROAD 26Q1-2900-gdf79404cd8, Yosys 0.63+post, stock flow scripts
make -C /OpenROAD-flow-scripts/flow DESIGN_CONFIG=/design/flow/config.mk WORK_HOME=/design/flow/orfs finish
==> constraint.sdc <==
current_design disp_hex_mux

set clk_period 2.7
set clk_io_pct 0.2

create_clock -name clk0 -period $clk_period [get_ports {clk}]

set non_clock_inputs [all_inputs -no_clocks]
set_input_delay [expr $clk_period * $clk_io_pct] -clock clk0 $non_clock_inputs
set_output_delay [expr $clk_period * $clk_io_pct] -clock clk0 [all_outputs]
==> results.cfg <==
; flow metrics
[cts]
root_buffer = clkbuf_8
clockBufferDepth = 2
clock.latency.late_pin_ns = 0.25
clk_pin_slew_ns = 0.07
htree_levels = 1
cts.sinks = 18
cts_buffers = 3
cts_tree = yes

[drt]
drc = 0
wl_per_cell_um = 10.5
finalWirelength_um = 2710
dr.pass1.iters = 4
diodes = 0
drt.antenna.violating_nets = 0
vias_per_cell = 3.75
drtIter0Drc = 37
vias = 968

[floorplan]
initial_utilization_pct = 15.5
fp-row-count = 32
die_area_mm2 = 0.0117
ios = 35
fp.dieW_um = 108
core-area_mm2 = 0.00765
die_h_um = 108

[pwr]
p_leak_nw = 0.771
vdd_drop_max_mv = 0.315
cellPowerDensity_mw_per_mm2 = 326

[critical_path]
crit-reg2reg-capture = q_reg[14]$_DFF_PP0_
cpLargestDelayFamily = multiplexers
startpoint_type = flip-flop
cp_slowest_cell = mux4_2
r2r_setup_slack_ns = 1.09
crit_path_max_incr_delay_ns = 0.52
end_kind = output port
r2r_cells = 5
required_ns = 2.16
startpoint = q_reg[16]$_DFF_PP0_
crit_buf_inv = 3
crit_type = reg -> out
worstPathArrival_ns = 2.07
crit_fanout = 6
path_cells = buf_4 > mux4_2 > buf_6 > mux2_4 > a22o_1 > buf_2
r2r-start = q_reg[0]$_DFF_PP0_

[timing]
slew_headroom_pct = 56.3
finalSetupViolCount = 0
tightest_slew_ns = 0.655
min_period_ns = 2.61
hold_viol_final = 0
clock_skew_ns = 0.00155
fin_crit_sh_pct = 96.8
timing.hold.ws_ns = 0.478
rsz0062_at_grt = yes
drv_slew = 0
fmax_mhz = 382

[final_layout]
drive_above_1_share_pct = 31.4
final_common_cell = dfrtp_1
combGateArea_um2 = 706
synthToLayoutAreaGrowth_pct = 51.9
largest_reg_flops = 18
stdcell_area_mm2 = 0.00180
flop_area_um2 = 452
final_cell_mix = dfrtp_1 (17), clkdlybuf4s50_1 (14), xnor2_1 (12), buf_4 (12), dlygate4sd2_1 (10)
fillers = 806

[worst_hold_path]
hold_path_startpoint = q_reg[4]$_DFF_PP0_
hold_path_class = reg -> reg
hold_end = q_reg[4]$_DFF_PP0_
whs_path_depth = 1

[logic_synthesis]
synthDistinctLibCells = 33
ys_warn_count = 1
synthCells = 108
yosys_area_mm2 = 0.00118
syn_area_per_cell_um2 = 10.9
synth_stat.cells = 108
synth_flops = 18
seq_area_frac_synth_pct = 38.1
syn_area_mm2 = 0.00118

[global_routing]
grt_pass1_wl_um = 4590
overflow = 0
groute.usage.overall_pct = 4.65
grt_max_degree = 19
antenna_found_initial = 0
grt_pass1_vias = 994

[flow_run]
warnings = 31
maxCapViolCount = 0

[outcome]
status = finished clean

[placement]
io_buffers = 33
place_congestion = 0.792
dp_hpwl_um = 2100
dpl_cell_area_mm2 = 0.00168
-- metrics by stage --
stage	power (mW)	setup TNS [ns]	util (%)	std cells	setup slack, ns
after global routing	0.615	-0.0524	23.5	258	-0.0510
after detailed placement	0.376	-2.63	22.0	249	-0.416
final	0.585	0	23.5	258	0.0856
after floorplan	0.314	0	-	108	0.478
after CTS	0.587	0	23.0	258	0.000454
after global placement	0.375	-2.55	22.0	249	-0.416
-- power by group --
part / internal [mW] / switching (mW)
combinational: 0.0625 / 0.0383
sequential: 0.270 / 0
clock: 0.129 / 0.0851
-- what timing repair did --
item / in CTS / in global routing
hold buffers: 0 / 0
gates resized: 41 / 12
buffers inserted: 4 / 1
endpoints found under the setup margin: 7 / 5
pin swaps: 4 / 5
gates cloned: 1 / 0
-- synthesized netlist by cell type (all sizes together) --
| cell type | instances | area share, % |
|---|---|---|
| a211oi | 1 | 0.64 |
| a22o | 1 | 0.74 |
| a22oi | 1 | 0.64 |
| a31oi | 1 | 0.53 |
| and3 | 1 | 0.53 |
| buf | 4 | 3.0 |
| dfrtp | 18 | 38 |
| ha | 7 | 7.4 |
| inv | 9 | 2.9 |
| mux2 | 2 | 2.2 |
| mux4 | 6 | 12 |
| nand2 | 9 | 2.9 |
| nand2b | 2 | 1.1 |
| nand3 | 5 | 2.1 |
| nand4 | 5 | 2.6 |
| nor2 | 4 | 1.3 |
| nor2b | 2 | 1.7 |
| nor3 | 2 | 0.85 |
| nor4 | 2 | 1.1 |
| o21a | 2 | 1.3 |
| o21ai | 1 | 0.42 |
| o22ai | 3 | 1.6 |
| o31ai | 1 | 0.64 |
| or2 | 2 | 1.1 |
| or2b | 1 | 0.64 |
| xnor2 | 12 | 8.9 |
| xor2 | 4 | 3.0 |
-- cells by family (layout without fill, tap and decap cells) --
kind of cell	after synthesis	in the layout	synth area share, %
XOR/XNOR	16	16	11.9
buffers and inverters	13	61	5.82
AND/OR/NAND/NOR	35	35	15.8
multiplexers	8	8	14.6
AND-OR/OR-AND	11	11	6.46
flip-flops	18	18	38.1
adder cells (fa/ha/maj)	7	7	7.41
-- cell type report --
type / instances / area share (%)
clock buffer: 4 / 3.07
inverter: 9 / 1.88
multi-input combinational: 77 / 39.3
sequential: 18 / 25.2
tap: 102 / 7.11
timing repair buffer: 48 / 23.5
-- worst max path at each step --
stage,end,slack (ns),cells after the start
4_1_cts,sseg[5],0.0005,6
5_1_grt,sseg[4],-0.05,7
6_report,sseg[5],0.09,6
-- per-layer routing --
layer	vias up	global-route usage, %	wire (um)
met1	472	6.30	1290
met5	-	0	0
met3	2	1.45	178
met2	20	7.54	1230
met4	0	0.191	8
li1	474	-	-
Power and IR drop assume default switching activity.
